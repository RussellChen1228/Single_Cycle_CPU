===== /design/flow/design.v =====
module JB_Unit (
input [31:0] operand1,
input [31:0] operand2,
output [31:0] jb_out
);
assign jb_out = (operand1 + operand2) & (~32'b1);
endmodule

===== /design/flow/run.sh =====
#!/bin/bash
# OpenROAD 26Q1-2900-gdf79404cd8, Yosys 0.63+post, stock flow scripts
make -C /OpenROAD-flow-scripts/flow DESIGN_CONFIG=/design/flow/config.mk WORK_HOME=/design/flow/orfs finish

===== /design/flow/config.mk =====
export PLATFORM = sky130hd
export DESIGN_NAME = JB_Unit
export DESIGN_NICKNAME = JB_Unit
export VERILOG_FILES = /design/flow/design.v
export SDC_FILE = /design/flow/constraint.sdc
export NUM_CORES = 4
export LEC_CHECK = 1
export CORE_AREA = 10 10 94 94
export DIE_AREA = 0 0 104 104

===== /design/flow/constraint.sdc =====
current_design JB_Unit

set clk_period 12.6
set clk_io_pct 0.2

create_clock -name clk0 -period $clk_period

set non_clock_inputs [all_inputs -no_clocks]
set_input_delay [expr $clk_period * $clk_io_pct] -clock clk0 $non_clock_inputs
set_output_delay [expr $clk_period * $clk_io_pct] -clock clk0 [all_outputs]

==> out/metrics.cfg <==
[sta]
clock.fmax_mhz = 121.2
relSlewSlack_pct = 59.84
layout_setup_ws_ns = 4.352
period_used_pct = 65.46
finalMaxSlewViolations = 0
rsz0062_at_grt = false
hold_viol = 0
worst_hold_slack_ns = 6.097
fin_crit_ns = 8.248
finalSetupViolCount = 0
worst_slew_pin_slew_ns = 0.5988
final.setup.tns_ns = 0

[yosys]
syn_area_per_cell_um2 = 7.571
yosys_area_um2 = 1794
top_cell_area_share_pct = 20.92
area_leaders = ha_1 21%, xnor2_1 9.3%, a21oi_1 8.9%
yosys_cells = 237
netlist_area_um2 = 1794
synth_cell_type_count = 56
synth_area_leader_cell = ha_1
syn_inst = 237
ys_warn_count = 0
postSynthSeqShare_pct = 0

[finish]
drive_gt1_share_pct = 5.280
fillerInstances = 723
final_util_pct = 40.26
design_area_um2 = 2750
area_growth_pct = 53.28
nClkBuffers = 0
regArea_um2 = 0
seq_cell_count = 0

[detailed_routing]
wirelength_mm = 6.010
wl_met3_um = 135
ant_nets = 0
wl_met2_mm = 2.968
drtIter0Drc = 74
antennaDiodeCount = 0
viasPerCell = 4.828
met1_length_mm = 2.907
via_count = 2018
dr.pass1.iters = 4
drc = 0
routed.top_layer = met3
wl_per_cell_um = 14.38

[floorplanning]
die_width_um = 104
rows = 30
fp.dieH_um = 104
die_area_um2 = 10820
fp-utilization_pct = 26.26
io_pins = 96
core_um2 = 6832

[critical_path]
start_kind = input port
cp.required_ns = 10.08
critPathMaxFanout = 3
cp_data_arrival_time_ns = 5.73
setup.worst_path.class = input port to primary output
cp-end-kind = primary output
startpoint = operand1[0]

[power_and_ir_drop]
swShare_pct = 40.28
power.internal_w = 0.00009151
clkPwrFrac_pct = 0
combinationalPowerShare_pct = 100.0
leakagePower_nw = 1.087
pwr-share-seq_pct = 0
ir_worst_vdd_uv = 11.93
p_per_area_nw_per_um2 = 55.71
switchingPower_w = 0.00006172

[placed_design]
place_congestion = 0.8649
post-place-ws_ns = 4.345
placed_area_um2 = 2750
portBuffers = 95
dp_hpwl_mm = 5.365

[global_routing]
antenna_found_initial = 0
grt_pass1_vias = 1973
grt_max_degree = 11
grt_pass1_wl_mm = 9.818
overflow = 0
grt.total_usage_pct = 10.44

[outcome]
status = finished clean

[hold_path]
hold_start = operand1[31]
hold_path_class = input port to primary output

[flow_run]
drv_cap = 0
warnings = 32

[clocking]
ctsResizeCount = 0
cts_setup_buffers = 0
cts_hold_buf = 0

-- worst paths after layout --
check | end | depth (start not counted)
max | jb_out[20] | 12
min | jb_out[31] | 4
-- synthesized netlist by cell type (2+ instances only) --
master,number
o2111ai_1,3
buf_4,2
and2_1,2
nand2_1,18
buf_2,2
nand4_1,6
xor2_1,10
o21ai_0,8
a21o_1,12
o211ai_1,3
o21ai_1,5
o21a_1,2
nor2b_1,2
a21oi_1,32
inv_1,8
xnor2_1,19
o22ai_1,2
o21bai_1,3
o21ai_2,3
a211oi_1,4
a31oi_1,3
nand3_1,9
nor2_1,11
clkbuf_8,3
nor3_1,4
nand2b_1,2
ha_1,30
-- cell families (layout without fill, tap and decap cells) --
kind of cell               count (synthesis)  count (layout)  synth area share, %
xor gates and xnor gates                  29              29                14.16
AOI/OAI and AO/OA                         94              94                37.17
adders and majority gates                 31              31                22.04
other                                      1               1               0.2090
buffers and inverters                     18             103                8.089
and+or+nand+nor                           64              64                18.34
-- stage by stage --
stage / power [W] / cells
3_5_place_dp: 0.0001545 / 418
6_report: 0.0001532 / 418
3_3_place_gp: 0.0001553 / 418
2_1_floorplan: 0.00007870 / 237
5_1_grt: 0.0001683 / 418
4_1_cts: 0.0001554 / 418
-- layer usage --
| layer | vias up | GRT usage [%] |
|---|---|---|
| met1 | 919 | 14.16 |
| met5 | - | 0 |
| met3 | 0 | 0.7519 |
| li1 | 1064 | - |
| met4 | 0 | 0 |
| met2 | 35 | 18.60 |
-- area by class of cell --
| cell class | count | area [µm²] | area share [%] |
|---|---|---|---|
| Inverter | 8 | 30.03 | 1.092 |
| Multi-Input combinational cell | 219 | 1649 | 59.96 |
| Tap cell | 96 | 120.1 | 4.368 |
| Timing Repair Buffer | 95 | 950.9 | 34.58 |
-- worst max-delay path: stages --
cell	delay, ns
clkdlybuf4s50_1	0.42
and2_1	0.17
fa_1	0.39
a21o_1	0.24
a2111oi_4	0.47
o21ai_2	0.14
a31oi_2	0.30
o21ai_2	0.15
a31oi_4	0.22
o21ai_2	0.07
xor2_1	0.15
clkdlybuf4s50_1	0.48
-- power groups by stage --
stage	Clock, W	Combinational, W	Sequential [W]
after CTS	0	0.000155	0
after global routing	0	0.000168	0
final	0	0.000153	0
-- cell usage in the layout, fill, tap and decap left out, types with 4 or more instances in the layout --
master and n:
nand4_1 6, nor2_1 11, a211oi_1 4, a21o_1 12, inv_1 8, nand3_1 9, nand2_1 18, xor2_1 10
clkdlybuf4s50_1 95, nor3_1 4, xnor2_1 19, a21oi_1 32, o21ai_0 8, o21ai_1 5, ha_1 30
No activity file was given, so power comes from the tool's default toggle rates.
