==> /design/flow/design.v <==
module Controller (
    input [4:0] opcode,
    input [2:0] func3,
    input func7,
    input alu_out,
    output next_pc_sel,
    output [3:0] im_w_en,
    output wb_en,
    output alu_op1_sel,
    output alu_op2_sel,
    output jb_op1_sel,
    output [4:0] aopcode,
    output [2:0] afunc3,
    output afunc7,
    output wb_sel,
    output [3:0] dm_w_en
);
parameter LUI = 5'b01101, AUIPC = 5'b00101 ,JAL = 5'b11011 ,JALR = 5'b11001 , 
Btype = 5'b11000, LOAD = 5'b00000, STORE = 5'b01000, Itype = 5'b00100, Rtype = 5'b01100;
assign aopcode = opcode;
assign afunc3 = func3;
assign afunc7 = func7;
assign im_w_en = 4'b0;
assign next_pc_sel = (opcode == JAL) ? 0 :
                     (opcode == JALR) ? 0 :
                     (opcode != Btype) ? 1:
                     (alu_out == 1) ? 0 : 1;
assign wb_en = (opcode == Btype) ? 0 :
               (opcode == STORE) ? 0 : 1;
assign alu_op1_sel = (opcode == AUIPC) ? 1 :
                     (opcode == JAL) ? 1 : 
                     (opcode == JALR) ? 1:0;
assign alu_op2_sel = (opcode == Rtype) ? 0 :
                     (opcode == Btype) ? 0 : 1;
assign jb_op1_sel = (opcode==JALR) ? 0 : 1;
assign wb_sel = (opcode==LOAD) ? 0 : 1;
assign dm_w_en = (opcode != STORE) ? 4'b0000 :
                 (func3 == 3'b000) ? 4'b0001 :
                 (func3 == 3'b001) ? 4'b0011 : 4'b1111;
endmodule
==> /design/flow/run.sh <==
#!/bin/bash
# OpenROAD 26Q1-2900-gdf79404cd8, Yosys 0.63+post, stock flow scripts
make -C /OpenROAD-flow-scripts/flow DESIGN_CONFIG=/design/flow/config.mk WORK_HOME=/design/flow/orfs finish
==> /design/flow/config.mk <==
export PLATFORM = sky130hd
export DESIGN_NAME = Controller
export DESIGN_NICKNAME = Controller
export VERILOG_FILES = /design/flow/design.v
export SDC_FILE = /design/flow/constraint.sdc
export NUM_CORES = 4
export LEC_CHECK = 1
export CORE_AREA = 10 10 70 70
export DIE_AREA = 0 0 80 80
==> /design/flow/constraint.sdc <==
current_design Controller

set clk_period 1.4
set clk_io_pct 0.2

create_clock -name clk0 -period $clk_period

set non_clock_inputs [all_inputs -no_clocks]
set_input_delay [expr $clk_period * $clk_io_pct] -clock clk0 $non_clock_inputs
set_output_delay [expr $clk_period * $clk_io_pct] -clock clk0 [all_outputs]
==> out/results.ini <==
[status]
outcome=finished, violations left
violations=setup timing

[timing]
fin_ws_ns=-0.181
hold_viol=0
period_minus_slack_ns=1.58
setup_violations=6
fmax_mhz=632
final_max_slew_viol_count=0
fin_crit_sh_pct=113
rsz0062_at_grt=yes

[logic_synthesis]
synth_stat.cells=31
synth_cells=31
synth_area_per_cell_um2=7.06
yosys_warnings=0
yosysSeqAreaShare_pct=0
yosys_area_um2=219
syn-cell-area_um2=219
synth_cell_types=14

[clock_network]
postCtsHoldBufs=0

[drt]
via_count=303
antennaDiodeCount=0
ant_nets=0
drt_iter0_drc=4
drt-met1-wl_um=461
vias_per_cell=2.86
wl_met2_um=557
highest_layer=met3
wl_met3_um=103
routedWlPerCell_um=10.6
drc=0
firstDrtPassIters=2
routed_wirelength_um=1120

[finish]
drive_gt1_share_pct=60.0
fillCellCount=378
fin_cells=106
syn_to_final_growth_pct=165
ff_count=0
finalInstanceArea_um2=581
nClkBuffers=0
regArea_um2=0

[global_routing]
antenna_found_initial=0
grt_pass1_wl_um=1720
grt_pass1_vias=325
grt_usage_pct=3.30
grt-ovfl-total=0
grt_max_degree=6

[flow_run]
tool_warnings=34
cap_violations=0

[pwr]
powerDensity_mw_per_mm2=200
p_int_mw=0.0761
p_leak_nw=0.265
p_seq_share_pct=0
pwr-share-clk_pct=0
switching_share_pct=34.7
peakVddDrop_mv=0.0357
power_switching_mw=0.0403
combPwrFrac_pct=100.0

[floorplanning]
coreArea_mm2=0.00342
boundaryPins=33
chipArea_mm2=0.00640
fp.dieW_um=80
core.rowCount=21
fp_util_pct=6.41
die_h_um=80

[place]
dp.cells=100
gp_congestion=0.731
io_buffers=27
placed_area_um2=505
hpwlAfterDp_um=925

[setup_path]
critical_path_class=in2out
cp-start-kind=input pin
critPathCaptureType=primary output
cp_max_fo=3
required_ns=1.12
worst_ep_arrival_time_ns=1.30

[min_path]
hold_class=in2out
hold_depth=0

==> layer usage <==
layer / vias up / track usage, %
li1: 149 / -
met1: 138 / 3.89
met2: 16 / 6.18
met3: 0 / 0.795
met4: 0 / 0
met5: - / 0
==> synthesized netlist by cell type <==
cell / n / area, um2
buf_4: 14 / 105
nor2_1: 3 / 11.3
nor3_1: 3 / 15.0
and2b_2: 1 / 8.76
and3b_1: 1 / 8.76
conb_1: 1 / 3.75
nand3_1: 1 / 5.00
nand3b_1: 1 / 7.51
nor4b_1: 1 / 8.76
o21a_1: 1 / 7.51
o21ai_0: 1 / 5.00
or4b_2: 1 / 10.0
or4b_4: 1 / 13.8
xor2_1: 1 / 8.76
==> metrics by stage <==
stage / power (mW) / setup TNS [ns] / util [%] / hold slack [ns] / setup WS, ns
after global routing: 0.127 / -0.836 / 17.0 / 0.560 / -0.205
after floorplan: 0.0362 / 0 / - / 0.573 / 0.0306
after detailed placement: 0.101 / -9.56 / 14.8 / 0.560 / -0.970
after global placement: 0.101 / -9.41 / 14.8 / 0.560 / -0.948
final: 0.116 / -0.674 / 17.0 / 0.560 / -0.181
after CTS: 0.114 / -0.731 / 16.5 / 0.560 / -0.201
==> final timing paths <==
| path | start | endpoint | slack, ns |
|---|---|---|---|
| setup / recovery | opcode[1] | dm_w_en[1] | -0.18 |
| hold / removal | func7 | afunc7 | 0.56 |
==> logic make-up (layout without fill, tap and decap cells) <==
| kind of cell | after synthesis | count (layout) | share of synthesized area, % |
|---|---|---|---|
| compound gates | 2 | 2 | 5.71 |
| other cells | 1 | 4 | 1.71 |
| xor+xnor | 1 | 1 | 4.00 |
| buf+inv | 14 | 40 | 48.0 |
| simple gates | 13 | 13 | 40.6 |
==> power groups by stage <==
stage | sequential (mW) | combinational (mW) | clock [mW]
CTS | 0 | 0.114 | 0
global route | 0 | 0.127 | 0
finish | 0 | 0.116 | 0
==> critical path: stages <==
cell and delay, ns:
buf_6 0.09, or4b_4 0.57, buf_6 0.15, nor3_4 0.09, buf_2 0.12
==> timing repair <==
| action | 4_1_cts | 5_1_grt |
|---|---|---|
| endpoints found under the setup margin | 18 | 9 |
| endpoints found under the hold margin | 0 | 0 |
| buffers inserted | 6 | 0 |
| gates resized | 74 | 3 |
| pin swaps | 11 | 3 |
==> cells in the final DEF, fill, tap and decap left out, drive strengths merged <==
master / instances
and3b: 1
dlygate4sd2: 3
and2b: 1
buf: 27
nand3b: 1
clkdlybuf4s50: 8
conb: 4
clkdlybuf4s15: 1
dlymetal6s2s: 1
nor4b: 1
nand3: 1
o21a: 1
nor3: 3
nor2: 3
or4b: 2
o21ai: 1
xor2: 1
==> cell type report <==
cell class | count | area, um2 | share of cell area (%)
multi-input combinational | 20 | 179 | 30.8
timing repair buffer | 40 | 344 | 59.3
tap | 46 | 57.6 | 9.91
Power figures rest on the tool's default switching activity, not on a simulated workload.
