File: flow/run.sh
#!/bin/bash
# OpenROAD 26Q1-2900-gdf79404cd8, Yosys 0.63+post, stock flow scripts
make -C /OpenROAD-flow-scripts/flow DESIGN_CONFIG=/design/flow/config.mk WORK_HOME=/design/flow/orfs finish
File: flow/config.mk
export PLATFORM = sky130hd
export DESIGN_NAME = RegFile
export DESIGN_NICKNAME = RegFile
export VERILOG_FILES = /design/flow/design.v
export SDC_FILE = /design/flow/constraint.sdc
export NUM_CORES = 4
export LEC_CHECK = 1
export CORE_UTILIZATION = 30
File: flow/constraint.sdc
current_design RegFile

set clk_period 6.0
set clk_io_pct 0.2

create_clock -name clk0 -period $clk_period [get_ports {clk}]

set non_clock_inputs [all_inputs -no_clocks]
set_input_delay [expr $clk_period * $clk_io_pct] -clock clk0 $non_clock_inputs
set_output_delay [expr $clk_period * $clk_io_pct] -clock clk0 [all_outputs]
File: flow/design.v
module RegFile (
input clk,
input wb_en,
input [31:0] wb_data,
input [4:0] rd_index,
input [4:0] rs1_index,
input [4:0] rs2_index,
output [31:0] rs1_data_out,
output [31:0] rs2_data_out
);
reg [31:0] registers [0:31];
always @(posedge clk) begin
    if(wb_en) begin
        if (rd_index == 5'b0)begin
            registers[rd_index] <= 5'd0;
        end
        else begin
            registers[rd_index] <= wb_data;
        end
    end
end
assign rs1_data_out = registers[rs1_index];
assign rs2_data_out = registers[rs2_index];
endmodule
==> out/qor.txt <==
Hold Crit Endpoint: registers[29][0]$_DFFE_PP_
Post-synth regs: 1024
Flop pwr share: 50.4%
PortBufs: 112
final slew viol count: 0
DR DRC count: 0
Main synth FF type: edfxtp_1
Synth async-reset ratio: 0%
sequential area share after synthesis: 62.7%
hpwl dp: 93.4 mm
Die ar.: 0.165 sq mm
Netlist cell types: 24
die height: 406 um
largest net degree at the start of global routing: 79
Slew HR: 29.2%
Top cell area share: 62.7%
cells in synth_stat.txt: 3421
final setup vio count: 0
Routed wire per std cell: 26.9 um
IO Count: 113
crit path launch type: primary input
Worst Setup End Kind: output pin
Post CTS Setup Buffer Count: 0
Site Rows: 147
data arrival time of the critical path: 4190 ps
Top non-seq family: multiplexers
RSZ-0062 raised after global routing: false
ao+oa area frac: 8.02%
status: finished clean
Synth Instances: 3421
vias in the first global route: 32900
Synth Area in Adders: 0%
Core Region: 0.161 sq mm
Hold Startpoint: wb_data[0]
CTS buffer count: 103
Final Hold Viols: 0
post-cts sizing count: 0
Clock Power Share: 40.4%
Worst Tran Pin Value: 1060 ps
worst-path fanout max: 40
YS chip area: 0.0490 sq mm
Sum Neg Setup Slack: 0 ps
Pwr Density: 280 mW/mm^2
Initial DRT Pass Iterations: 7
Inst Count DP: 5621
crit path from: rs2_index[0]
FP Util: 30.4%
LEAKAGE: 19.4 nW
register area: 0.0307 sq mm
largest reg by FF count: registers
max_cap viols: 0
MUX area fraction: 20.9%
Routed WL: 157 mm
# fillers: 15200
Post-DRT Antenna Nets: 0
die extent in x: 406 um
initial antenna violation count: 9
CTS H-tree lvls: 3
cell taking the most area after synthesis: edfxtp_1
share of layout cells above drive strength 1: 10.5%
cycle use final: 89.8%
VDD IR max: 0.205 mV
area grow syn2layout: 15.7%
Switching Power: 3.76 mW
max FFs per register: 1024
diode count: 0
xor/xnor share: 0%
via count: 31100
worst hold path type: primary input to flop
Clock transition at path regs: 60 ps
RD Place Congestion: 0.904
Synth Area in Simple Gates: 5.11%
Root Driver: clkbuf_16
Logic cell area: 0.0170 sq mm
CTS max path bufs: 3
Largest cells by area: edfxtp_1 (63%), mux2i_1 (21%), a22oi_1 (2.9%)
Comb pwr share: 9.1%
syn avg cell area: 14.3 sq um
min cycle time layout: 5390 ps
Crit path required time: 4800 ps
number of synthesis warnings: 1
Sink Count: 1024
mapped cell area: 0.0490 sq mm
Largest regs: registers: 1024 flops
Worst Hold Depth: 3
WS Path Type: primary input to output pin
synth cell count leaders: edfxtp_1 (1024), mux2i_1 (1024), nand2_1 (194), nand3_1 (194)
overall routing resource usage: 20.0%
Net Sw Frac: 23.7%
via density per instance: 5.35
Fmax achieved: 0.186 GHz
CTS Hold Buffers Added: 0
CTS tree: done
GRT overflow: 0
tool warnings: 26
P_int: 12.1 mW
DR iter-0 viols: 2012
Post-Layout Cell Count: 5814
global-route wire length before repair: 225 mm
Post-synth EDFFs: 1024
## kinds of logic after synthesis
logic type / after synthesis
AND-OR/OR-AND: 577
buffers and inverters: 256
flip-flops: 1024
multiplexers: 1024
AND/OR/NAND/NOR: 540
## metal layers
layer	global-route usage (%)	wire [um]
met4	4.97	4580
met1	24.5	57800
met5	0.892	318
met3	11.1	19700
met2	31.2	74300
## how the worst max path moves through the flow
stage / endpoint / slack (ps) / cells past startpoint
after CTS: rs1_data_out[0] / 600 / 8
after global routing: rs2_data_out[29] / 440 / 8
final: rs2_data_out[29] / 610 / 8
## power by group through the flow
stage	clock [mW]	combinational (mW)	sequential, mW
CTS	6.49	1.45	8.00
global route	6.76	1.53	8.01
finish	6.41	1.45	8.00
## cell usage in the layout (no fill, tap or decap), drive strengths merged
| cell type | instances |
|---|---|
| clkbuf | 120 |
| or3 | 1 |
| nor3 | 64 |
| nand3 | 194 |
| nand2 | 194 |
| a22o | 128 |
| or3b | 4 |
| or2 | 2 |
| edfxtp | 1024 |
| mux2i | 1024 |
| clkinvlp | 7 |
| nand3b | 5 |
| a22oi | 192 |
| nor2b | 4 |
| nor2 | 34 |
| a21oi | 192 |
| clkinv | 52 |
| and2 | 34 |
| a31oi | 64 |
| nand2b | 4 |
| buf | 186 |
| clkdlybuf4s50 | 110 |
| inv | 4 |
| o31a | 1 |
| bufinv | 10 |
## layout make-up
| type | count | share of cell area, % |
|---|---|---|
| clock buffer | 120 | 4.66 |
| clock inverter | 73 | 1.25 |
| multi-input combinational | 2141 | 30.0 |
| sequential | 1024 | 54.2 |
| tap | 2160 | 4.76 |
| timing repair buffer | 296 | 5.16 |
## through the flow
stage / hold slack (ps) / util [%] / cell area, sq um / setup slack, ps / total power, mW
floorplan: 1730 / - / 49000 / 2370 / 8.96
global placement: 2170 / 33.1 / 53400 / 621 / 9.59
detailed placement: 2170 / 33.1 / 53400 / 591 / 9.59
CTS: 1370 / 35.2 / 56700 / 600 / 15.9
global route: 1420 / 35.2 / 56700 / 440 / 16.3
finish: 1410 / 35.2 / 56700 / 614 / 15.9
## critical path, stage by stage
cell and delay (ps):
clkdlybuf4s50_1 620, and2_4 740, buf_4 370, buf_4 200
a22oi_1 80, a31oi_1 300, nand3_1 200, clkdlybuf4s50_1 450
Power figures rest on the tool's default switching activity, not on a simulated workload.
